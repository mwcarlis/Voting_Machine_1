==> flow/run.sh <==
#!/bin/bash
# OpenROAD 26Q1-2900-gdf79404cd8, Yosys 0.63+post, stock flow scripts
make -C /OpenROAD-flow-scripts/flow DESIGN_CONFIG=/design/flow/config.mk WORK_HOME=/design/flow/orfs finish
==> flow/config.mk <==
export PLATFORM = sky130hd
export DESIGN_NAME = LED_MUX
export DESIGN_NICKNAME = LED_MUX
export VERILOG_FILES = /design/flow/design.v
export SDC_FILE = /design/flow/constraint.sdc
export NUM_CORES = 4
export LEC_CHECK = 1
export CORE_AREA = 10 10 70 70
export DIE_AREA = 0 0 80 80
==> flow/constraint.sdc <==
current_design LED_MUX

set clk_period 3.0
set clk_io_pct 0.2

create_clock -name clk0 -period $clk_period [get_ports {clk}]

set non_clock_inputs [all_inputs -no_clocks]
set_input_delay [expr $clk_period * $clk_io_pct] -clock clk0 $non_clock_inputs
set_output_delay [expr $clk_period * $clk_io_pct] -clock clk0 [all_outputs]
==> flow/design.v <==
`timescale 1ns / 1ps
module clk_gen(clk50MHz, rst, clksec4, clk_5KHz);
input clk50MHz, rst;
output clksec4, clk_5KHz;
reg clksec4, clk_5KHz;
integer count, count1;
always@(posedge clk50MHz)
begin
	if(rst)
	begin
		count = 0;
		count1 = 0;
		clksec4 = 0;
		clk_5KHz =0;
end
else
begin
		if(count == 100000000)
		begin
			clksec4 = ~clksec4;
			count = 0;
		end
		if(count1 == 20000)
		begin
			clk_5KHz = ~clk_5KHz;
			count1 = 0;
		end
		count = count + 1;
		count1 = count1 + 1;
end
	end
endmodule
module led(number, s0, s1, s2, s3, s4, s5, s6);
output s0, s1, s2, s3, s4, s5, s6;
input [3:0] number;
reg s0, s1, s2, s3, s4, s5, s6;
always @ (number)
begin  
case (number)  
	4'b0000: begin s0=0; s1=0; s2=0; s3=1; s4=0; s5=0; s6=0; end
	4'b0001: begin s0=1; s1=0; s2=1; s3=1; s4=0; s5=1; s6=1; end
	4'b0010: begin s0=0; s1=1; s2=0; s3=0; s4=0; s5=1; s6=0; end
	4'b0011: begin s0=0; s1=0; s2=1; s3=0; s4=0; s5=1; s6=0; end
	4'b0100: begin s0=1; s1=0; s2=1; s3=0; s4=0; s5=0; s6=1; end
	4'b0101: begin s0=0; s1=0; s2=1; s3=0; s4=1; s5=0; s6=0; end
	4'b0110: begin s0=0; s1=0; s2=0; s3=0; s4=1; s5=0; s6=0; end
	4'b0111: begin s0=1; s1=0; s2=1; s3=1; s4=0; s5=1; s6=0; end
	4'b1000: begin s0=0; s1=0; s2=0; s3=0; s4=0; s5=0; s6=0; end
	4'b1001: begin s0=0; s1=0; s2=1; s3=0; s4=0; s5=0; s6=0; end
	default: begin s0=1; s1=1; s2=1; s3=1; s4=1; s5=1; s6=1; end
endcase
end
endmodule  
module LED_MUX (clk, rst, LED0, LED1, LED2, LED3, LEDOUT, LEDSEL);
input clk, rst;
input [7:0] LED0, LED1, LED2, LED3;
output[3:0] LEDSEL;
output[7:0] LEDOUT;
reg [3:0] LEDSEL;
reg [7:0] LEDOUT;
reg [1:0] index;
always @(posedge clk)
begin
if(rst)
index = 0;
else
index = index + 1;
end
always @(index or LED0 or LED1 or LED2 or LED3)
begin
	case(index)
	0: 	begin
			LEDSEL = 4'b1110;
			LEDOUT = LED0;
			end
	1: 	begin
			LEDSEL = 4'b1101;
			LEDOUT = LED1;
			end
	2: 	begin
			LEDSEL = 4'b1011;
			LEDOUT = LED2;
			end
	3: 	begin
			LEDSEL = 4'b0111;
			LEDOUT = LED3;
			end
	default: begin
			LEDSEL = 0; LEDOUT = 0;
			end
	endcase
end
endmodule
==> deck_impl_summary.md <==
Run Summary

Clock network
  – Post-CTS setup buffers: 0
  – Clock Sinks: 2
  – CTS buffer count: 3
  – CTS root buffer: sky130_fd_sc_hd__clkbuf_4
  – H-tree level count: 1
  – CTS Buffer Depth: 2
  – Count of hold buffers inserted by post-cts repair: 0
  – Clock tree from TritonCTS: built
  – Clk Latency, worst-skew pair: 0.22 ns
  – Clock transition at the registers of the reported paths: 0.03 ns
  – Cts repair resizes: 0

Layout
  – Fraction of final layout cells with drive strength greater than 1: 0.0465
  – Cell area after layout: 823 µm²
  – Fillers: 380
  – End-of-flow core utilization: 0.241
  – Area growth syn-to-layout: 152%
  – Flip-flop count of the largest register, all copies and words added: 2

STA
  – Post-layout worst setup margin: 0.470 ns
  – Final count of hold timing violations: 0
  – Setup repair after global routing missed its margin: no
  – Final setup fails: 0
  – Final clock skew: 0.00215 ns
  – Maximum clock rate: 395 MHz
  – Final Max-Slew Violation Tally: 0
  – Crit path time final: 2.53 ns
  – Worst Tran Pin Value: 0.349 ns
  – Setup TNS: 0 ns
  – Relative max-transition margin: 0.767
  – Final period util: 0.843

Setup path
  – Highest cell delay on the worst timing path: 0.42 ns
  – Endpoint required time on the critical path: 2.40 ns
  – Arrival time worst endpoint: 1.93 ns
  – Critical-path top delay cell: sky130_fd_sc_hd__clkdlybuf4s50_1
  – Capturing element type of the critical path: output pin
  – Ordered cell list for the critical path: inv_1 -> ha_1 -> a222oi_1 -> a21oi_1 -> clkdlybuf4s50_1
  – Startpoint-to-endpoint class of the critical path: reg -> out
  – CP startpoint kind: register
  – Maximum fanout along the worst path: 9

Outcome
  – Outcome: finished clean

Synth
  – Flops & latches, synth: 2
  – List of most frequent post-synthesis cells: sky130_fd_sc_hd__nor2b_1 (9), sky130_fd_sc_hd__a21oi_1 (8), sky130_fd_sc_hd__a222oi_1 (8)
  – Synth top cell by count: sky130_fd_sc_hd__nor2b_1
  – Number of synthesis warnings: 1
  – Dominant register cell: sky130_fd_sc_hd__dfxtp_1
  – FFs w/ async S/R, synth: 0
  – Library cell with the largest summed area after synthesis: sky130_fd_sc_hd__a222oi_1
  – Top cell area share: 0.245
  – Post-synth seq share: 0.123
  – Count of instantiated cells in the yosys netlist: 41
  – Synthesized cell area: 327 µm²
  – Tally of unique sky130hd cells used after synthesis: 9
  – Number of synthesized flops with an enable pin: 0
  – Average instance area after synthesis: 7.96 µm²
  – Number of instances in the synthesized netlist: 41
  – Post-synth area from yosys stat: 327 µm²
  – Leading post-synthesis cells by cell area: sky130_fd_sc_hd__a222oi_1 (25%), sky130_fd_sc_hd__nor2b_1 (17%), sky130_fd_sc_hd__ha_1 (15%)

Die
  – Die outline area: 6400 µm²
  – Die H: 80 µm
  – Top-Level Pins: 46
  – Rows: 21
  – Core Region: 3420 µm²
  – Init Core Util: 0.0956
  – Die X-Extent: 80 µm

Pwr
  – Share of total power in the clock network: 0.258
  – Combinational power share: 0.605
  – Pwr Density: 278 nW/µm²
  – Total Power Consumption: 229 µW
  – Power share of the sequential group: 0.138
  – Switching fraction of total power: 0.252
  – Net Sw Power: 57.6 µW
  – Total internal power: 171 µW
  – Leakage power: 0.000305 µW
  – Peak VDD IR: 0.0933 mV

Hold path
  – Hold Crit Class: reg -> reg

GRT
  – Aggregate global routing overflow: 0
  – Pin count of the biggest net entering global routing: 10
  – Initial antenna violation count: 0
  – Number of global-route vias before repair: 502
  – First-pass GRT wire length: 2640 µm
  – Overall track demand over capacity in global routing: 0.0516

Drt
  – DRC violations left: 0
  – First-pass iteration count of the detailed router: 4
  – # diodes: 0
  – Count of antenna-violating nets left after detailed routing: 0
  – Violation tally from detailed-route iteration zero: 75
  – Average vias per placed instance: 3.64
  – Total via count after detailed routing: 481
  – Wire length reported by the detailed router: 1810 µm
  – Wire per inst: 13.7 µm

Placement
  – Detailed placement HPWL: 1610 µm
  – Gpl congestion: 0.744
  – Input/output buffers: 45
  – Instance area after placement: 801 µm²
  – Minimum setup slack after placement: 0.479 ns

Run
  – Count of tool warnings: 28
  – Number of max-cap violations: 0
per-layer routing:
layer  global-route usage  wire [µm]  vias up  share of wire
li1                     -          -      247              -
met1               0.0471        529      223           0.29
met2                0.112       1230       11           0.68
met3              0.00909         51        0          0.028
met4              0.00704          0        0              0
met5                    0          0        -              0
per-stage QoR:
| stage | hold slack, ns | instances |
|---|---|---|
| after floorplan | 0.433 | 41 |
| after global placement | 0.442 | 129 |
| after detailed placement | 0.467 | 129 |
| after CTS | 0.475 | 132 |
| after global routing | 0.490 | 132 |
| final | 0.468 | 132 |
path summary, 6_finish.rpt:
path	startpoint	to	slack (ns)	depth (start not counted)
min	index[0]$_SDFF_PP0_	index[0]$_SDFF_PP0_	0.47	1
max	index[0]$_SDFF_PP0_	LEDOUT[0]	0.47	5
min reg2reg	index[0]$_SDFF_PP0_	index[0]$_SDFF_PP0_	0.47	1
max reg2reg	index[0]$_SDFF_PP0_	index[1]$_SDFF_PP0_	2.03	3
kinds of logic after synthesis:
kind of cell / share of synthesized area
compound gates: 0.368
fa+ha+maj: 0.153
buf+inv: 0.172
flops: 0.123
simple gates: 0.184
cell usage in the layout (no fill, tap or decap):
| cell | n |
|---|---|
| sky130_fd_sc_hd__a222oi_1 | 8 |
| sky130_fd_sc_hd__nor2_1 | 1 |
| sky130_fd_sc_hd__clkbuf_4 | 3 |
| sky130_fd_sc_hd__dfxtp_1 | 2 |
| sky130_fd_sc_hd__nor2b_1 | 9 |
| sky130_fd_sc_hd__inv_1 | 5 |
| sky130_fd_sc_hd__ha_1 | 4 |
| sky130_fd_sc_hd__clkdlybuf4s50_1 | 45 |
| sky130_fd_sc_hd__inv_2 | 1 |
| sky130_fd_sc_hd__a21oi_1 | 8 |
worst max-delay path: cells and delay by family, from the launching register on:
| kind | cells | cell delay [ns] |
|---|---|---|
| AND-OR/OR-AND | 2 | 0.52 |
| buffers and inverters | 2 | 0.50 |
| flip-flops | 1 | 0.37 |
| adder cells (fa/ha/maj) | 1 | 0.32 |
power by group through the flow:
stage	Combinational (µW)	Sequential [µW]	Clock, µW
6_report	138	31.5	58.9
4_1_cts	140	31.5	63.6
5_1_grt	150	31.8	66.5
cell type report:
class                   count  area (µm²)  share of cell area
clock buffers               3        22.5              0.0274
inverters                   6        22.5              0.0274
multi-input cells          30         230               0.280
flip-flops and latches      2        40.0              0.0486
well taps                  46        57.6              0.0699
repair buffers             45         450               0.547
Power and IR drop assume default switching activity.
